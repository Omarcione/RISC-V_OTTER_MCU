==> flow/design.v <==
`timescale 1ns / 1ps
module RegFile(
    input [31:0] w_data,
    input clk, 
    input en,
    input [4:0] adr1,
    input [4:0] adr2,
    input [4:0] w_adr,
    output logic [31:0] rs1, 
    output logic [31:0] rs2     );
    logic [31:0] reg_file [0:31];
    initial
    begin
        int i;
        for (i=0; i<32; i++)
            reg_file[i] = 0;
    end
    always_ff @( posedge clk)
    begin
        if ( (en == 1) && (w_adr != 0) )
            reg_file[w_adr] <= w_data;       
    end
    assign rs1 = reg_file[adr1];
    assign rs2 = reg_file[adr2];
endmodule
==> flow/run.sh <==
#!/bin/bash
# OpenROAD 26Q1-2900-gdf79404cd8, Yosys 0.63+post, stock flow scripts
make -C /OpenROAD-flow-scripts/flow DESIGN_CONFIG=/design/flow/config.mk WORK_HOME=/design/flow/orfs finish
==> flow/config.mk <==
export PLATFORM = sky130hd
export DESIGN_NAME = RegFile
export DESIGN_NICKNAME = RegFile
export VERILOG_FILES = /design/flow/design.v
export SDC_FILE = /design/flow/constraint.sdc
export NUM_CORES = 4
export LEC_CHECK = 1
export CORE_UTILIZATION = 40
==> flow/constraint.sdc <==
current_design RegFile

set clk_period 10.0
set clk_io_pct 0.2

create_clock -name clk0 -period $clk_period [get_ports {clk}]

set non_clock_inputs [all_inputs -no_clocks]
set_input_delay [expr $clk_period * $clk_io_pct] -clock clk0 $non_clock_inputs
set_output_delay [expr $clk_period * $clk_io_pct] -clock clk0 [all_outputs]
==> run_results.csv <==
group,metric,value,unit
routing,vias,30790,
clocking,cts.clk_slew.worst_paths,0.06,ns
job,max_cap_viol_count,0,
power,power_density_relative_to_cell_area,175.5,nW/um^2
sta,fin_setup_tns,0,ns
cells_and_area,largest_reg_flops,1024,
grt,grt_pass1_wl,215400,um
cells_and_area,layout-drive-gt1-share,9.540,%
placed_design,final_weighted_congestion_of_routability_driven_global_placement,0.8630,
worst_setup_path,data_required_time_of_the_worst_path,8.00,ns
power,total_power,9.736,mW
worst_setup_path,critical_path.top_delay_family,"buffers and inverters",
clocking,cts_made_buffers,106,
sta,final.period_utilization,74.54,%
worst_setup_path,max_fo_critical_path,37,
sta,tightestPinTransition,0.9454,ns
placed_design,portBuffers,112,
cells_and_area,fillers,10420,
logic_synthesis,count_of_state_elements_after_synthesis,1024,
clocking,master_cell_of_the_clock_root_buffer,"sky130_fd_sc_hd__clkbuf_16",
cells_and_area,fin_util,46.05,%
worst_setup_path,worst_path_max_delay_cell,"sky130_fd_sc_hd__clkdlybuf4s50_1",
grt,grt_max_degree,89,
logic_synthesis,synth.lib_cells_used.distinct,24,
power,power.switching,2.246,mW
floorplanning,coreArea,120400,sq um
clocking,tritoncts,"yes",
hold_path,min-delay-path-class,"input pin to register",
power,total_leakage_power,20.37,nW
logic_synthesis,ys.warnings.count,1,
routing,drt-wirelength-per-cell,29.11,um
power,power.share.clock,41.5,%
logic_synthesis,synthesis.area,48760,sq um
floorplanning,floorplan.rows,127,
power,p_sw_share,23.07,%
worst_setup_path,worst_path_most_repeated_cell,"sky130_fd_sc_hd__clkdlybuf4s50_1",
floorplanning,initial_utilization,40.48,%
routing,postRouteWirelength,152000,um
routing,post_drt_via_cell_ratio,5.898,
sta,total_count_of_hold_check_failures_in_the_final_report,0,
sta,achievable-frequency,134.2,MHz
worst_setup_path,cp.arrival,5.45,ns
sta,maxSlewHeadroom,36.75,%
power,cellInternalPower,7.490,mW
logic_synthesis,synth_seq_share,63.07,%
floorplanning,floorplan.die.width,351.1,um
clocking,h-tree-depth,3,
grt,gr-usage-all-layers,26.46,%
routing,drc,0,
logic_synthesis,postSynthAreaPerCell,14.40,sq um
sta,finalHoldWorstSlack,2.121,ns
outcome,status,"finished clean",
clocking,cts_resized,0,
power,worst_ir_drop_vdd,0.0001505,V
worst_setup_path,timing.critical_path.buf_inv,3,
cells_and_area,final_layout_top_logic_cells,"sky130_fd_sc_hd__mux2i_1 (1,024), sky130_fd_sc_hd__edfxtp_1 (1,024), sky130_fd_sc_hd__nand3_1 (194)",
clocking,cts.path.max_buffers,3,
worst_setup_path,cp_slowest_stage_delay,0.70,ns
routing,initial_drc_count,1949,
logic_synthesis,synth.yosys.chip_area,48760,sq um
power,seq_power_share,49.4,%
worst_setup_path,path_class,"input pin to primary output",
cells_and_area,reg.largest.list,"reg_file: 1024 flops",
cells_and_area,max_flop_register,"reg_file",
grt,gr-total-overflow,0,
logic_synthesis,syn-instance-count,3386,
sta,rsz0062_at_grt,"no",
grt,grt_antenna_before_repair,5,
logic_synthesis,ys_cells,3386,
floorplanning,floorplan.die.height,351.1,um
clocking,cts.repair_timing.setup_buffer_count,0,
cells_and_area,syn2layout_area_growth,13.77,%
power,share_comb_of_total_power,9.1,%
worst_setup_path,path_cells,"clkdlybuf4s50_1 > and2_4 > buf_4 > a22o_1 > nor3_1 > a31oi_1 > nand3_1 > clkdlybuf4s50_1",
clocking,tritoncts_num_sinks,1024,
sta,setup-violations-final,0,
floorplanning,io-pin-count,113,
grt,first_global_vias,31690,
worst_setup_path,crit_start_category,"input pin",
clocking,postCtsHoldBufs,0,
placed_design,dp_hpwl,83920,um
floorplanning,floorplan.die_area,123300,sq um
routing,ant_nets,0,
job,warnings,26,
worst_setup_path,setup.worst_path.end_class,"primary output",
sta,final_period_minus_worst_setup_slack,7.454,ns
sta,slew_violations,0,
routing,drt_pre_antenna_iters,5,
## cell usage after synthesis, drive strengths merged
library cell / n / area share (%)
mux2i: 1024 / 21
and2: 2 / 0.026
or3b: 3 / 0.054
a22oi: 192 / 3.0
nor3: 64 / 0.66
a21oi: 192 / 2.0
nand2: 195 / 1.5
a22o: 128 / 2.3
conb: 1 / 0.0077
or3: 1 / 0.013
edfxtp: 1024 / 63
nand2b: 4 / 0.051
nand3b: 5 / 0.077
clkbuf: 86 / 0.69
nor2b: 4 / 0.051
nand3: 194 / 2.0
or2: 2 / 0.026
a31oi: 64 / 0.82
buf: 167 / 2.5
nor2: 34 / 0.26
## layer usage
layer / GRT usage (%) / up-vias / share of wire [%]
li1: - / 13640 / -
met1: 32.83 / 15140 / 36
met2: 38.91 / 1707 / 46
met3: 16.97 / 295 / 15
met4: 8.234 / 10 / 3.8
met5: 0.7064 / - / 0.10
## power groups by stage
stage,Sequential [mW],Clock [mW],Combinational (mW)
4_1_cts,4.81,4.09,0.882
5_1_grt,4.82,4.24,0.945
6_report,4.81,4.04,0.888
## metrics by stage
stage / instances / cell area (sq um) / setup slack [ns]
final: 5220 / 55470 / 2.546
after global routing: 5218 / 55460 / 2.464
after CTS: 5218 / 55460 / 2.651
after detailed placement: 5021 / 51920 / 2.661
after global placement: 5021 / 51920 / 2.713
after floorplan: 3417 / 48870 / 4.945
## cell type report
cell class | count | area (sq um) | area share (%)
sequential | 1024 | 30750 | 55.44
timing repair buffer | 245 | 2267 | 4.087
multi-input combinational | 2140 | 16890 | 30.44
tap | 1612 | 2017 | 3.636
clock inverter | 77 | 817.0 | 1.473
antenna | 2 | 5.005 | 0.009023
clock buffer | 120 | 2726 | 4.915
## worst paths after layout
check / start / end / slack (ns) / depth (start not counted)
setup / recovery: adr1[2] / rs1[14] / 2.55 / 8
hold / removal: w_data[28] / reg_file[11][28] / 2.12 / 2
## logic make-up after synthesis
group,count (synthesis),synth area share (%)
mux,1024,21.02
other cells,1,0.007691
compound gates,576,8.048
buf+inv,253,3.146
flops,1024,63.07
simple gates,508,4.709
Power and IR drop assume default switching activity.
