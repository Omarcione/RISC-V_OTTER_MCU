**/design/flow/constraint.sdc**
```tcl
current_design CU_DCDR

set clk_period 1.9
set clk_io_pct 0.2

create_clock -name clk0 -period $clk_period

set non_clock_inputs [all_inputs -no_clocks]
set_input_delay [expr $clk_period * $clk_io_pct] -clock clk0 $non_clock_inputs
set_output_delay [expr $clk_period * $clk_io_pct] -clock clk0 [all_outputs]
```
**/design/flow/config.mk**
```make
export PLATFORM = sky130hd
export DESIGN_NAME = CU_DCDR
export DESIGN_NICKNAME = CU_DCDR
export VERILOG_FILES = /design/flow/design.v
export SDC_FILE = /design/flow/constraint.sdc
export NUM_CORES = 4
export LEC_CHECK = 1
export CORE_AREA = 10 10 70 70
export DIE_AREA = 0 0 80 80
```
**/design/flow/design.v**
```verilog
`timescale 1ns / 1ps
module CU_DCDR(
   input br_eq, 
   input br_lt, 
   input br_ltu,
   input int_taken,  
   input [6:0] opcode,    
   input func7,           
   input [2:0] func3,     
   output logic [3:0] ALU_FUN,
   output logic [2:0] PC_SEL,  
   output logic [1:0] srcA_SEL,  
   output logic [2:0] srcB_SEL,  
    output logic [1:0] RF_SEL   );
   typedef enum logic [6:0] {
        LUI    = 7'b0110111,
        AUIPC  = 7'b0010111,
        JAL    = 7'b1101111,
        JALR   = 7'b1100111,
        BRANCH = 7'b1100011,
        LOAD   = 7'b0000011,
        STORE  = 7'b0100011,
        OP_IMM = 7'b0010011,
        OP_RG3 = 7'b0110011, 
        OP_SYS = 7'b1110011   
   } opcode_t;
   opcode_t OPCODE;  
   assign OPCODE = opcode_t'(opcode);  
   typedef enum logic [2:0] {
        BEQ = 3'b000,
        BNE = 3'b001,
        BLT = 3'b100,
        BGE = 3'b101,
        BLTU = 3'b110,
        BGEU = 3'b111
   } func3_t;    
   func3_t FUNC3;  
    assign FUNC3 = func3_t'(func3);  
   always_comb
   begin 
      PC_SEL = 3'b000;  srcB_SEL = 3'b000;     RF_SEL = 2'b00; 
      srcA_SEL = 2'b00;   ALU_FUN  = 4'b0000;
    if (int_taken == 1'b1)
        PC_SEL = 3'b100;
    else
      case(OPCODE)
        LUI:
         begin
            ALU_FUN = 4'b1001;  
            srcA_SEL = 2'b01;     
            RF_SEL = 2'b11;      
         end
        AUIPC:
         begin
            PC_SEL = 3'b000;
            srcB_SEL = 3'b011;
            RF_SEL = 2'b11;
            srcA_SEL = 2'b01;  
            ALU_FUN  = 4'b0000;  
         end
        JAL:
         begin
			RF_SEL = 2'b00;  
			PC_SEL = 3'b011;  
	     end
		JALR:
         begin
            srcB_SEL = 3'b001;
			srcA_SEL = 2'b00;  
            PC_SEL = 3'b001;
            RF_SEL = 2'b00;
         end
         LOAD: 
         begin
            ALU_FUN = 4'b0000;
            srcA_SEL = 2'b00;  
            srcB_SEL = 3'b001;  
            RF_SEL = 2'b10;  
         end
         STORE:
         begin
            ALU_FUN = 4'b0000;  
            srcA_SEL = 2'b00;  
            srcB_SEL = 3'b010;  
         end
		 BRANCH:
		  begin
		  case(FUNC3)
		      BEQ: 
		      begin 
		          if (br_eq == 1'b1)
		          PC_SEL = 3'b010;
		      end
		      BNE: 
		      begin 
		          if (br_eq == 1'b0)
		          PC_SEL = 3'b010;
		      end
		      BLT: 
		      begin 
		          if (br_lt == 1'b1)
		          PC_SEL = 3'b010;
		      end
		      BGE: 
		      begin 
		          if (br_lt == 1'b0)
		          PC_SEL = 3'b010;
		      end
		      BLTU: 
		      begin 
		          if (br_ltu == 1'b1)
		          PC_SEL = 3'b010;
		      end
		      BGEU: 
		      begin 
		          if (br_ltu == 1'b0)
		          PC_SEL = 3'b010;
		      end
		    endcase
          end 
         OP_IMM:
         begin
         RF_SEL = 2'b11;
         PC_SEL = 3'b000;
         srcB_SEL = 3'b001;
         srcA_SEL = 2'b00;
            case(FUNC3)
               3'b000:  
               begin
                  ALU_FUN = 4'b0000; 
               end
               3'b010:  
               begin
                  ALU_FUN = 4'b0010; 
               end
               3'b011:  
               begin
                  ALU_FUN = 4'b0011; 
               end
               3'b110:  
               begin
                  ALU_FUN = 4'b0110; 
               end
               3'b100:  
               begin
                  ALU_FUN = 4'b0100; 
               end
               3'b111:  
               begin
                  ALU_FUN = 4'b0111; 
               end
               3'b001:  
               begin
                  ALU_FUN = 4'b0001; 
               end
               3'b101:  
               begin
                if(func7 == 1'b0)  
                  ALU_FUN = 4'b0101; 
                else if(func7 == 1'b1)  
                    ALU_FUN = 4'b1101;
               end
               default:  
               begin
                  PC_SEL = 3'b000; 
                  ALU_FUN = 4'b0000;
                  srcA_SEL = 2'b00; 
                  srcB_SEL = 3'b000; 
                  RF_SEL = 2'b00; 
               end
            endcase
         end
          OP_SYS:
         begin
         RF_SEL = 2'b00;
         PC_SEL = 3'b000;
         srcB_SEL = 3'b000;
         srcA_SEL = 2'b00;
            case(FUNC3)
               3'b001:  
               begin
                  PC_SEL = 3'b000;  
                  ALU_FUN = 4'b1001;  
                  srcA_SEL = 2'b00;  
                  srcB_SEL = 3'b100;  
                  RF_SEL = 2'b01;  
               end
               3'b011:  
               begin
                  ALU_FUN = 4'b0111;  
                  srcA_SEL = 2'b10;  
                  srcB_SEL = 3'b100;  
                  RF_SEL = 2'b01;  
               end
               3'b010:  
               begin
                  ALU_FUN = 4'b0110;  
                  srcA_SEL = 2'b00;  
                  srcB_SEL = 3'b100;  
                  RF_SEL = 2'b01;  
               end
               3'b000:  
               begin
                  PC_SEL = 3'b101;  
               end
               default:  
               begin
                  PC_SEL = 3'b000; 
                  ALU_FUN = 4'b0000;
                  srcA_SEL = 2'b00; 
                  srcB_SEL = 3'b000; 
                  RF_SEL = 2'b00; 
               end
            endcase
         end
         OP_RG3:
          begin
          RF_SEL = 2'b11;
          PC_SEL = 3'b000;
          srcA_SEL = 2'b00; 
          srcB_SEL = 3'b000; 
            case(FUNC3)
               3'b000:  
               begin
                if(func7 == 1'b0)  
                  ALU_FUN = 4'b0000; 
                else if(func7 == 1'b1)  
                  ALU_FUN = 4'b1000; 
               end
               3'b001:  
               begin
                  ALU_FUN = 4'b0001; 
               end
               3'b010:  
               begin
                  ALU_FUN = 4'b0010; 
               end
               3'b011:  
               begin
                  ALU_FUN = 4'b0011; 
               end
               3'b100:  
               begin
                  ALU_FUN = 4'b0100; 
               end
               3'b101:  
               begin
                if(func7 == 1'b0)  
                  ALU_FUN = 4'b0101; 
                else if(func7 == 1'b1)  
                  ALU_FUN = 4'b1101;
               end
               3'b110:  
               begin
                  ALU_FUN = 4'b0110; 
               end
                3'b111:  
               begin
                  ALU_FUN = 4'b0111; 
               end
         default:
         begin
             PC_SEL = 3'b000; 
             srcB_SEL = 3'b000; 
             RF_SEL = 2'b00; 
             srcA_SEL = 2'b00; 
             ALU_FUN = 4'b0000;
         end
      endcase 
     end
    endcase
   end
endmodule
```
**/design/flow/run.sh**
```bash
#!/bin/bash
# OpenROAD 26Q1-2900-gdf79404cd8, Yosys 0.63+post, stock flow scripts
make -C /OpenROAD-flow-scripts/flow DESIGN_CONFIG=/design/flow/config.mk WORK_HOME=/design/flow/orfs finish
```
==> results_slide.txt <==
Key Metrics from the Run

GRT
  – Largest net degree at the start of global routing: 8
  – All-Layer GR Usage: 5.75%
  – Vias in the first global route: 611
  – Gr ovfl total: 0
  – Initial antenna violation count: 0
  – First-pass GRT wire length: ~3.1 mm

Layout
  – Area Growth Syn to Fin: 178%
  – Seq. cell area: 0 µm²
  – Top Layout Cells: buf_4 (25), buf_6 (12), buf_2 (11)
  – Area of the multi-input gates: between 400 and 500 µm²
  – Clock buffer count: 0
  – Non-filler instance count after layout: between 150 and 200
  – Final Util: roughly 29%
  – Fillers: 367
  – Design area: between 900 and 1000 µm²
  – Layout cells sized above 1: 65.8%
  – Most numerous logic cell after layout: buf_4
  – Flop Count: 0

STA
  – Max-slew headroom: a little over four fifths
  – Final hold vios: 0
  – Clock period minus worst slack: about 2000 ps
  – Setup TNS: -229 ps
  – Fin Hold WS: between 1000 and 1500 ps
  – Final critical-path share of the clock period: 105%
  – Slew Limit Fails: 0
  – Slew @ Worst Pin: approximately 230 ps
  – Final setup margin: -90.9 ps
  – Maximum clock rate: between 500 and 600 MHz
  – RSZ-0062 raised after global routing: true
  – Final setup fails: 5

Detailed routing
  – # DRC: 0
  – Number of diodes: 0
  – Detailed-route wire length per cell: approximately 12 µm
  – DRT Pass-1 Iters: 2
  – WL final: around 1.9 mm
  – Drt initial violations: 19
  – Via density: about 4
  – Antenna-violating nets left: 0
  – DR vias: 628

Power and ir drop
  – Pwr Density: 136 nW/µm²
  – Max IR drop VDD: just over 70 µV
  – LEAKAGE: about 0.44 nW

Floorplan
  – Io pins: 29
  – Fp util: 10.3%
  – Core Rows: 21
  – Die Size: roughly 6400 µm²
  – Die X: roughly 80 µm
  – Die height: ~80 µm
  – Core ar.: approximately 3400 µm²

Flow run
  – Tool warnings: 34
  – Maxcap violations: 0

Min path
  – Hold path depth: 3
  – Worst min-delay path class: in2out
  – Hold path endpoint: srcB_SEL[1]
  – Hold Startpoint: opcode[6]

Critical path
  – Worst path buffer plus inverter count: 3
  – Setup CP Type: in2out
  – CP max FO: 3
  – CP top delay family: simple AND/OR/NAND/NOR gates
  – WP data required: 1520 ps
  – CP Cell Sequence: buf_6 -> or3_4 -> or3b_4 -> buf_6 -> a31oi_1 -> buf_2
  – CP most frequent cell: buf_6
  – Arr. time, crit path: 1610 ps
  – CP Capture Type: output port
  – Critical path's slowest cell: or3b_4
  – Crit-path max cell delay: 390 ps
  – Setup crit start kind: input pin

Yosys
  – Distinct cells, synth: 33
  – Synth Cell Area: ~350 µm²
  – Syn avg cell area: 6.39 µm²
  – YS chip area: around 350 µm²
  – # Cells Yosys: ~55
  – Synth warnings: 1
  – Sequential-to-total area share from yosys stat: 0%
  – Mapped Cells: between 50 and 60

Placed design
  – Post-Place Cell Area: 843 µm²
  – Count of input and output buffers: 29
  – HPWL Detailed: 1.50 mm
  – Dpl cells: 148
  – Placer Congestion: between 0.8 and 0.9

Outcome
  – Failing checks: setup timing
  – Status: complete, but fails checks

CTS
  – Number of hold buffers added after CTS: 0
metal layers:
| layer | track usage, % | routed length [µm] | vias to the layer above |
|---|---|---|---|
| li1 | - | - | 320 |
| met5 | 0 | 0 | - |
| met1 | 8.38 | 946 | 292 |
| met4 | 0 | 0 | 0 |
| met2 | 9.07 | 824 | 16 |
| met3 | 1.02 | 85 | 0 |
cell type report:
| cell class | instances | share of cell area [%] |
|---|---|---|
| multi-input cells | 49 | 43.2 |
| repair buffers | 59 | 49.7 |
| well taps | 46 | 5.88 |
| inverters | 3 | 1.15 |
report_power, final:
part / switching [mW] / total (mW) / internal, mW
Clock: 0 / 0 / 0
Combinational: 0.0561 / 0.133 / 0.0769
Sequential: 0 / 0 / 0
Total: 0.0561 / 0.133 / 0.0769
logic make-up (layout without fill, tap and decap cells):
kind of cell | after synthesis | in the layout | synth area share [%]
xor gates and xnor gates | 2 | 2 | 4.98
AOI/OAI and AO/OA | 14 | 14 | 27.8
buffers and inverters | 6 | 62 | 7.12
muxes | 1 | 1 | 2.85
adders and majority gates | 1 | 1 | 3.20
and+or+nand+nor | 31 | 31 | 54.1
synthesized netlist by cell type:
| library cell | instances | area share, % |
|---|---|---|
| or4_1 | 1 | 2.1 |
| clkbuf_1 | 1 | 1.1 |
| and2_1 | 1 | 1.8 |
| a21oi_1 | 5 | 7.1 |
| a21o_1 | 1 | 2.1 |
| nor4_2 | 1 | 3.6 |
| o21ai_0 | 1 | 1.4 |
| buf_2 | 2 | 2.8 |
| mux2i_1 | 1 | 2.8 |
| inv_2 | 1 | 1.1 |
| a2bb2o_1 | 1 | 2.8 |
| or3_1 | 2 | 3.6 |
| nor4_1 | 1 | 1.8 |
| a211oi_1 | 1 | 2.1 |
| or3b_4 | 1 | 3.2 |
| nand3_1 | 1 | 1.4 |
| and3_2 | 1 | 2.1 |
| nor2_1 | 7 | 7.5 |
| o31ai_1 | 1 | 2.1 |
| maj3_2 | 1 | 3.2 |
| nand2_1 | 4 | 4.3 |
| a31oi_1 | 2 | 3.6 |
| nand3b_1 | 2 | 4.3 |
| a22oi_1 | 1 | 2.1 |
| nor3_1 | 2 | 2.8 |
| a221oi_2 | 1 | 4.3 |
| or3_4 | 1 | 3.2 |
| nand4b_1 | 2 | 5.0 |
| nor2b_1 | 2 | 3.6 |
| or2b_1 | 1 | 2.1 |
| and3_1 | 1 | 1.8 |
| xor2_1 | 2 | 5.0 |
| inv_1 | 2 | 2.1 |
worst min-delay path, delay by kind of cell:
family | cells | cell delay (ps)
and+or+nand+nor | 1 | 60
buffers and inverters | 2 | 250
worst max path at each step:
stage | slack, ps | depth (start not counted) | start | end
after CTS | -140 | 7 | opcode[0] | ALU_FUN[3]
after global routing | -150 | 6 | opcode[3] | ALU_FUN[3]
final | -90 | 6 | opcode[3] | ALU_FUN[3]
metrics by stage:
stage,worst slack (ps),power (mW)
CTS,-140,0.128
global placement,-834,0.113
global route,-152,0.144
finish,-90.9,0.133
detailed placement,-836,0.114
floorplan,196,0.0353
timing repair:
action                     in CTS  in global routing
setup endpoints to repair      14                 14
buffers inserted               12                  0
pin swaps                      17                 12
gates resized                 110                  8
No activity file was given, so power comes from the tool's default toggle rates.
