==> /design/flow/run.sh <==
#!/bin/bash
# OpenROAD 26Q1-2900-gdf79404cd8, Yosys 0.63+post, stock flow scripts
make -C /OpenROAD-flow-scripts/flow DESIGN_CONFIG=/design/flow/config.mk WORK_HOME=/design/flow/orfs finish
==> /design/flow/config.mk <==
export PLATFORM = sky130hd
export DESIGN_NAME = CSR
export DESIGN_NICKNAME = CSR
export VERILOG_FILES = /design/flow/design.v
export SDC_FILE = /design/flow/constraint.sdc
export NUM_CORES = 4
export LEC_CHECK = 1
export CORE_UTILIZATION = 40
==> /design/flow/constraint.sdc <==
current_design CSR

set clk_period 5.3
set clk_io_pct 0.2

create_clock -name clk0 -period $clk_period [get_ports {CLK}]

set non_clock_inputs [all_inputs -no_clocks]
set_input_delay [expr $clk_period * $clk_io_pct] -clock clk0 $non_clock_inputs
set_output_delay [expr $clk_period * $clk_io_pct] -clock clk0 [all_outputs]
==> /design/flow/design.v <==
`timescale 1ns / 1ps
module CSR(
    input CLK,
    input RST,
    input MRET_EXEC,         
    input INT_TAKEN,         
    input [11:0] ADDR,       
    input [31:0] PC,         
    input [31:0] WD,         
    input WR_EN,             
    output logic [31:0] RD,               
    output logic [31:0] CSR_MEPC=0,       
    output logic [31:0] CSR_MTVEC=0,      
    output logic CSR_MSTATUS_MIE          
    );
    logic [31:0] CSR_MSTATUS;
    typedef enum logic [11:0] {
        MSTATUS   = 12'h300,
        MTVEC     = 12'h305,
        MEPC      = 12'h341
    } csr_t;
    localparam MIE  = 3;     
    localparam MPIE = 7;     
    always_ff @ (posedge CLK) begin
        if (RST) begin
            CSR_MTVEC   <= 32'd0;
            CSR_MEPC    <= 32'd0;
            CSR_MSTATUS <= 32'd0;
      end
       if (WR_EN) begin
            case(ADDR)
                MSTATUS: CSR_MSTATUS <= WD;   
                MTVEC:   CSR_MTVEC   <= WD;   
                MEPC:    CSR_MEPC    <= WD;   
            endcase
       end
        if(INT_TAKEN) begin
            CSR_MEPC <= PC;                         
            CSR_MSTATUS[MPIE] <= CSR_MSTATUS[MIE];  
            CSR_MSTATUS[MIE] <= 1'b0;               
        end
        if(MRET_EXEC) begin
            CSR_MSTATUS[MIE] <= CSR_MSTATUS[MPIE];   
        end
    end
    assign CSR_MSTATUS_MIE = CSR_MSTATUS[MIE];
    always_comb begin
       case(ADDR)
            MTVEC:   RD = CSR_MTVEC;
            MEPC:    RD = CSR_MEPC;
            MSTATUS: RD = CSR_MSTATUS;
            default: RD = 32'd0;
       endcase
    end
endmodule
==> impl_metrics.ini <==
; physical design summary
[yosys]
yosysChipArea_sq_um = 4710
async_reset_ff_frac = 0
syn_area_per_cell_sq_um = 8.48
synth.top_cell.area_share = 0.408
synth_stat.cells = 555
ys_types = 34
synth_flops = 96
postSynthCellCount = 555
synth_area_sq_um = 4710
yosysWarnings = 1
edf_count = 0
area_leaders = dfxtp_1 41%, nand2b_1 7.8%, a221o_1 6.8%
largest_area_cell = dfxtp_1
synth_seq_share = 0.408
yosys_most_used_dff = dfxtp_1

[job]
drv_cap = 0
warning_count = 26

[route]
ant_nets = 0
first_pass_iters = 4
antenna_cells = 0
drc_errors = 0
viasPerCell = 5.41
vias = 4623
drt-initial-drc-count = 323
wire_per_inst_um = 17.8
drt-total-wl_um = 15200

[power]
powerDensity_nw_per_um2 = 228
combPwrFrac = 0.105
peakVddDrop_v = 0.000208
p_clk_frac = 0.411
seqPwrFrac = 0.484
p_leak_nw = 2.46
power.total_mw = 1.56
switchingPower_mw = 0.343
p_sw_frac = 0.219
p_int_mw = 1.22

[place]
dpl_worst_slack_ps = 354
place.port_buffers = 177
gp_congestion = 0.840
hpwl_um = 10100
place_area_sq_um = 6570
post-place-cells = 840

[finish]
logic_area_sq_um = 2430
utilization = 0.598
fin_cells = 855
drive_gt1_frac = 0.0744
regArea_sq_um = 1920
nFillCells = 990
finalInstanceArea_sq_um = 6860
areaGrowthSynthToFinish_pct = 45.7

[cts]
htreeDepth = 3
cts_buffer_depth = 2
postCtsSetupBuffers = 0
cts-resized-gates = 0
cts_buffers = 9
clock-root-buffer = clkbuf_16
cts_tree = yes
cts_hold_buf = 0
cts_sinks = 96
path_clk_slew_ps = 60
clkLatencyLatePin_ps = 340

[die]
die_area_sq_um = 12200
die_w_um = 110
fp_util = 0.410
rows = 39
ios = 178
fp.coreArea_sq_um = 11500
fp.dieH_um = 110

[sta]
worst_hold_slack_ps = 479
slew_headroom = 0.514
fin_tns_setup_ps = 0
report.final.slew_viol_count = 0
tightest_slew_ps = 726
setup_viol = 0
finClkSkew_ps = 0.445
finalCritPeriodShare = 0.928
rsz0062_at_grt = no
fmax_ghz = 0.203
layout_min_cycle_time_ps = 4920
fin_ws_ps = 379
finalHoldViolations = 0

[worst_hold_path]
hold_path.class = register to register

[grt]
grt_pass1_vias = 4567
grt_max_degree = 69
grt_pass1_wl_um = 24600
grt.total_usage = 0.257
grt_overflow_total = 0
antenna_found_initial = 0

[worst_setup_path]
crit_type = input pin to output pin
worstSetupEndpointType = output pin
required_ps = 4240
critPathLaunchType = input pin
crit_arrival_ps = 3860
crit_fanout = 11

[outcome]
status = complete, no violations
## power by group through the flow
stage | Combinational (mW) | Sequential, mW | Clock [mW]
CTS | 0.166 | 0.756 | 0.656
global route | 0.179 | 0.758 | 0.689
finish | 0.165 | 0.757 | 0.643
## worst max-delay path, cell delays in order
cell             delay, ps
clkdlybuf4s50_1        400
or4_4                  580
or4_4                  540
nor3_4                 380
buf_4                  280
a221o_1                180
clkdlybuf4s50_1        450
## final cells by class
cell class / count / area share
multi-input combinational: 374 / 0.355
sequential: 96 / 0.280
inverter: 31 / 0.0170
clock buffer: 12 / 0.0359
clock inverter: 3 / 0.00620
tap: 143 / 0.0261
timing repair buffer: 196 / 0.280
## metal layers
metal,wire length [um],up-vias,global-route usage
met5,0,-,0
met3,1000,18,0.0487
met1,6880,2158,0.385
met2,7050,166,0.399
met4,283,0,0.0507
li1,-,2281,-
## final timing paths
kind	endpoint	cells after the start	from	slack, ps
min reg2reg	CSR_MSTATUS[20]$_DFF_P_	2	CSR_MSTATUS[20]$_DFF_P_	480
max	RD[31]	7	ADDR[3]	380
max reg2reg	CSR_MSTATUS[3]$_DFF_P_	3	CSR_MSTATUS[3]$_DFF_P_	4400
min	CSR_MSTATUS[20]$_DFF_P_	2	CSR_MSTATUS[20]$_DFF_P_	480
## registers in the layout, summed over array words and instances (netlist names)
register     count
CSR_MTVEC       32
CSR_MEPC        32
CSR_MSTATUS     32
## layout by cell type, fill, tap and decap left out, types with 8 or more instances in the layout
master,n
a221o_1,32
and2_1,26
buf_4,18
clkbuf_16,9
clkdlybuf4s50_1,175
dfxtp_1,96
inv_1,31
nand2_1,66
nand2b_1,59
nand3_1,32
o211ai_1,34
o21ai_0,52
o21ai_2,10
o311ai_1,28
or2b_1,8
## kinds of logic after synthesis
group | count (synthesis) | share of synthesized area
AND-OR/OR-AND | 160 | 0.255
flip-flops | 96 | 0.408
buffers and inverters | 85 | 0.0781
multiplexers | 1 | 0.00213
AND/OR/NAND/NOR | 213 | 0.257
## cell usage after synthesis (2+ instances only)
cell type / number
or2b_1: 8
a221o_1: 32
clkbuf_1: 34
and2_0: 7
inv_1: 31
and2_1: 26
o21ai_2: 10
o211ai_1: 34
or4_4: 2
nand2b_1: 59
o311ai_1: 28
o21ai_0: 52
buf_6: 3
o311ai_0: 2
buf_2: 15
nand2_1: 66
dfxtp_1: 96
buf_4: 2
nand3_1: 32
or2_1: 2
Power and IR drop assume default switching activity.
